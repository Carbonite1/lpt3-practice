==> /design/flow/design.v <==
module datapath(clk,in,sr,Rn,w,aluop,lt,tsel,bsel,out);
    input clk, w, lt;
    input [7:0] in;
    input [1:0] sr, Rn, aluop;
    input [2:0] bsel, tsel;
    output [7:0] out;
    reg [3:0] decoded_load;
    reg [7:0] R0,R1,R2,R3;
    reg [7:0] rin;
    reg [7:0] tmp;
    reg [7:0] Bin;
    reg [7:0] alu_out;
    loader load_in(.reg_num(Rn), .w(w), .load_out(decoded_load));
    load_enabler load_zero (.load_in(decoded_load[0]), .in(rin), .clk(clk), .out(R0));
    load_enabler load_one (.load_in(decoded_load[1]), .in(rin), .clk(clk), .out(R1));
    load_enabler load_two (.load_in(decoded_load[2]), .in(rin), .clk(clk), .out(R2));
    load_enabler load_three (.load_in(decoded_load[3]), .in(rin), .clk(clk), .out(R3));
    assign out = R0;
    ALU alu_one (.tmp(tmp),.Bin(Bin),.alu_out(alu_out),.aluop(aluop));
    always_comb begin
        case(bsel)
            3'b001: Bin = R1;
            3'b010: Bin = R2;
            3'b100: Bin = R3;
            default: Bin = 8'bxxxxxxxx;
        endcase
    end
    reg[7:0] tselOut;  
    always_comb begin
        case(tsel)
            3'b001: tselOut = alu_out;
            3'b010: tselOut = out;
            3'b100: tselOut = Bin;
            default: tselOut = 8'bxxxxxxxx;
        endcase
    end
    load_enabler load_lt (.load_in(lt), .in(tselOut), .clk(clk), .out(tmp));
    always_comb begin
        case(sr)
            2'b00: rin = in;
            2'b01: rin = alu_out;
            2'b10: rin = tmp;
            default: rin = 8'bxxxxxxxx;
        endcase
    end
    endmodule
    module loader (reg_num, w, load_out); 
        input [1:0] reg_num;
        input w;
        output reg [3:0] load_out;
        always_comb begin 
            if (w==1) begin
                case(reg_num)
                    2'b00: load_out = 4'b0001;
                    2'b01: load_out = 4'b0010;
                    2'b10: load_out = 4'b0100;
                    2'b11: load_out = 4'b1000;
                    default load_out = 4'bxxxx; 
                endcase
            end else begin
                    load_out = 4'b0000;  
        end
        end
    endmodule
    module ALU (tmp,Bin,alu_out,aluop);
        input [7:0] tmp,Bin;
        input [1:0] aluop; 
        output reg [7:0] alu_out;
        always_comb begin
            case(aluop)
                2'b00: alu_out = tmp ^ Bin;
                2'b01: alu_out = tmp & Bin;
                2'b10: alu_out = tmp << 1;
                2'b11: alu_out = Bin;
                default: alu_out = 8'bxxxxxxxx;       
            endcase
			end
endmodule
module load_enabler (load_in,in,clk,out);
input [7:0] in;
input load_in, clk;
output reg [7:0] out;
always_ff @(posedge clk) begin
    if (load_in)
			out <= in;
end
endmodule
==> /design/flow/run.sh <==
#!/bin/bash
# OpenROAD 26Q1-2900-gdf79404cd8, Yosys 0.63+post, stock flow scripts
make -C /OpenROAD-flow-scripts/flow DESIGN_CONFIG=/design/flow/config.mk WORK_HOME=/design/flow/orfs finish
==> /design/flow/config.mk <==
export PLATFORM = sky130hd
export DESIGN_NAME = datapath
export DESIGN_NICKNAME = datapath
export VERILOG_FILES = /design/flow/design.v
export SDC_FILE = /design/flow/constraint.sdc
export NUM_CORES = 4
export LEC_CHECK = 1
export CORE_UTILIZATION = 50
==> /design/flow/constraint.sdc <==
current_design datapath

set clk_period 3.3
set clk_io_pct 0.2

create_clock -name clk0 -period $clk_period [get_ports {clk}]

set non_clock_inputs [all_inputs -no_clocks]
set_input_delay [expr $clk_period * $clk_io_pct] -clock clk0 $non_clock_inputs
set_output_delay [expr $clk_period * $clk_io_pct] -clock clk0 [all_outputs]
==> results.toml <==
# implementation run metrics
[clocking]
hold_buffers = 0
clk_latency_ns = 0.29
numCtsBuffers = 5
cts-root-buf = "clkbuf_8"
cts_max_level = 2
cts_tree = "yes"
clk_path_buf_depth = 2
cts_resized = 0
numClockSinks = 40
cts_setup_buffers = 0
clkTransAtPathRegs_ns = 0.07

[logic_synthesis]
async_reset_ff_share_pct = 0
edf_count = 40
ys_seq_share_pct = 53.01
netlist_area_um2 = 2266
synth.distinct_cells = 32
ys_area_um2 = 2266
yosysWarnings = 4
syn_avg_cell_area_um2 = 11.74
ys_cells = 193
syn_inst = 193
ys_seq_elements = 40
flop_cell = "edfxtp_1"

[setup_path]
ff2ff_path_depth = 7
required_ns = 3.32
startpoint_type = "primary input"
crit_path_end_kind = "register"
crit_chain = "clkdlybuf4s50_1 > buf_4 > nor3_1 > o21ai_1 > o311a_1 > ha_1 > mux2i_1 > a2bb2oi_1 > o221ai_1 > a21o_1"
critPathMaxFanout = 16
critPathMaxStageDelay_ns = 0.57
slowest_stage = "clkdlybuf4s50_1"
worstSetupPathType = "in2reg"
arrival_ns = 2.95

[sta]
fin_crit_sh_pct = 88.52
max_freq_ghz = 0.3423
setup_viol = 0
drv_slew = 0
fin_skew_ns = 0.007468
worstMarginPinSlew_ns = 0.8434
hold_violations = 0
worst_slack_ns = 0.3790
rsz0062_at_grt = "no"
tns_ns = 0
min_period_ns = 2.921
slew_headroom_pct = 43.40

[die]
dieArea_um2 = 4805
ios = 31
chipWidth_um = 69.32
core_area_um2 = 4354
row_count = 24
fp-utilization_pct = 52.04
die_h_um = 69.32

[placement]
buffer_ports.inserted = 30
place_inst = 270
postPlaceCellArea_um2 = 2630
dp_hpwl_um = 3617
post-place-ws_ns = 0.1069
gp_congestion = 0.8514

[power]
power_leakage_nw = 1.046
power.density_nw_per_um2 = 453.4
vdd_drop_max_v = 0.0003087

[routing]
drt.antenna.violating_nets = 0
avgRoutedWirePerCell_um = 18.63
routed_wl_um = 5178
dr.pass1.iters = 4
diodes = 0
num_vias = 1702
drt_iter0_markers = 84
vias_per_cell = 6.122
drc = 0

[worst_hold_path]
hold_depth = 1
hold_class = "reg2reg"

[global_route]
antenna_found_initial = 0
gr-usage-all-layers_pct = 24.74
grt-ovfl-total = 0
first_global_vias = 1715
grt_max_degree = 18
grt_pass1_wl_um = 8604

[layout]
drive_gt1_share_pct = 7.965
mostFrequentLayoutCells = "40 x edfxtp_1, 30 x clkdlybuf4s50_1, 17 x nand2_1, 12 x nor2_1, 11 x nor2b_1"
final_util_pct = 62.84
mostFrequentLayoutCell = "edfxtp_1"
design_area_um2 = 2736
syn2layout_area_growth_pct = 20.76
fin_cells = 278

[flow_run]
warning_count = 27
maxCapViolCount = 0

[run_status]
outcome = "completed"
worst max-delay path, delay by kind of cell:
family,cells,cell delay (ns)
simple gates,1,0.06
buf+inv,2,0.80
fa+ha+maj,1,0.26
mux,1,0.13
compound gates,5,1.03
where the power goes:
| group | switching, W | total [W] | leakage, nW | internal (W) |
|---|---|---|---|---|
| combinational | 0.000122 | 0.000239 | 0.618 | 0.000117 |
| sequential | 0.0000168 | 0.000622 | 0.376 | 0.000605 |
| clock | 0.000160 | 0.000380 | 0.0532 | 0.000220 |
| total | 0.000299 | 0.00124 | 1.05 | 0.000942 |
cells by family (layout without fill, tap and decap cells):
group,Yosys count,count (layout),share of synthesized area [%]
AND-OR/OR-AND,60,60,21.42
buffers and inverters,18,51,3.865
adder cells (fa/ha/maj),10,10,5.522
AND/OR/NAND/NOR,56,56,12.26
multiplexers,8,8,3.534
XOR/XNOR,1,1,0.3866
flip-flops,40,40,53.01
cells in the mapped netlist, types with 4 or more instances:
| cell | instances | area share [%] |
|---|---|---|
| a21o_1 | 7 | 2.3 |
| a221o_1 | 8 | 3.5 |
| a2bb2oi_1 | 7 | 2.7 |
| buf_2 | 4 | 0.88 |
| clkbuf_1 | 8 | 1.3 |
| edfxtp_1 | 40 | 53 |
| ha_1 | 10 | 5.5 |
| mux2i_1 | 8 | 3.5 |
| nand2_1 | 17 | 2.8 |
| nor2_1 | 12 | 2.0 |
| nor2b_1 | 11 | 3.0 |
| nor3_1 | 9 | 2.0 |
| o21ai_1 | 9 | 2.0 |
| o21bai_1 | 7 | 2.3 |
| o221ai_1 | 7 | 2.7 |
| o311a_1 | 7 | 3.1 |
path summary, 6_finish.rpt:
path | start | end | slack [ns]
hold / removal | load_zero.out[7] | load_lt.out[7] | 0.58
setup / recovery | bsel[1] | load_three.out[3] | 0.38
hold reg to reg | load_zero.out[7] | load_lt.out[7] | 0.58
setup reg to reg | load_one.out[0] | load_three.out[0] | 1.15
metrics by stage:
step	hold WS, ns	power, W
CTS	0.5824	0.001247
finish	0.5802	0.001241
global route	0.6031	0.001304
detailed placement	0.5637	0.0008681
global placement	0.5622	0.0008631
floorplan	0.5246	0.0007812
cell type report:
cell class	instances	area, um^2
multi-input combinational	135	977.2
timing repair buffer	40	375.4
clock buffer	5	68.82
inverter	3	11.26
sequential	40	1201
tap	52	65.06
clock inverter	3	37.54
fill	329	1618
flip-flops by register name (all words and copies together) (netlist names):
name,flops
load_two.out,8
load_three.out,8
load_one.out,8
load_lt.out,8
load_zero.out,8
per-layer routing:
| layer | vias up | share of wire, % | global-route usage [%] |
|---|---|---|---|
| met2 | 73 | 43 | 34.84 |
| met4 | 0 | 1.1 | 2.268 |
| met3 | 6 | 11 | 12.68 |
| met5 | - | 0 | 0 |
| met1 | 813 | 45 | 38.96 |
| li1 | 810 | - | - |
Power figures rest on the tool's default switching activity, not on a simulated workload.
